==> ./run.sh <==
#!/bin/bash
# OpenROAD 26Q1-2900-gdf79404cd8, Yosys 0.63+post, stock flow scripts
make -C /OpenROAD-flow-scripts/flow DESIGN_CONFIG=/design/flow/config.mk WORK_HOME=/design/flow/orfs finish
==> ./config.mk <==
export PLATFORM = sky130hd
export DESIGN_NAME = FullSLT32bit
export DESIGN_NICKNAME = FullSLT32bit
export VERILOG_FILES = /design/flow/design.v
export SDC_FILE = /design/flow/constraint.sdc
export NUM_CORES = 4
export LEC_CHECK = 1
export CORE_AREA = 10 10 70 70
export DIE_AREA = 0 0 80 80
==> ./constraint.sdc <==
current_design FullSLT32bit

set clk_period 4.6
set clk_io_pct 0.2

create_clock -name clk0 -period $clk_period

set non_clock_inputs [all_inputs -no_clocks]
set_input_delay [expr $clk_period * $clk_io_pct] -clock clk0 $non_clock_inputs
set_output_delay [expr $clk_period * $clk_io_pct] -clock clk0 [all_outputs]
==> ./design.v <==
`timescale 1ns / 1 ps
`timescale 1 ns / 1 ps
module structuralFullAdder
(
    output sum,
    output carryout,
    input a,
    input b,
    input carryin
);
    wire xorab;
    wire xorcab;
    wire andab;
    wire andcxor;
    xor #30 xorgate0(xorab,a,b);
    xor #30 xorgate1(sum,xorab,carryin);
    and #30 andgate0(andcxor,xorab,carryin);
    and #30 andgate1(andab,a,b);
    or #30 orgate(carryout,andab,andcxor);
endmodule
module FullAdder32bit
(
  output [31:0] sum,
  output carryout,
  output overflow,
  input [31:0] a,
  input [31:0] b,
  input subtract
  );
  wire [30:0] cout;
  wire [31:0] bin;
  generate
  genvar j;
  for (j=0; j < 32; j=j+1) begin
    xor #30 xorgate(bin[j],subtract,b[j]);
  end
  endgenerate
  structuralFullAdder adder0 (sum[0],cout[0],a[0],bin[0],subtract);
  generate
  genvar i;
  for (i=1; i < 31; i=i+1) begin
    structuralFullAdder adder (sum[i],cout[i],a[i],bin[i],cout[i-1]);
  end
  endgenerate
  structuralFullAdder adder31 (sum[31],carryout,a[31],bin[31],cout[30]);
  xor #30 xorgate1 (overflow,carryout,cout[30]);
  endmodule
`timescale 1 ns / 1 ps
module FullSLT32bit
(
  input [31:0] a,
  input [31:0] b,
  output [31:0] slt
  );
  wire carryout;
  wire [31:0] sum;
  wire overflow;
  wire [31:0] slt;
  wire s0;
  wire andOut;
  wire invsum1;
  wire in0;
  wire in1;
  wire sel;
  FullAdder32bit slt32 (.a(a),.b(b),.sum(sum),.subtract(1'b1),.overflow(overflow),.carryout(carryout));
  not #10 notgate(invsum1,sum[31]);
  xor #30 xorgate(s0,overflow,sum[31]);
  assign slt = {31'b0, s0};
endmodule
module testslt32();
  reg [31:0] a;
  reg [31:0] b;
  wire [31:0]slt;
  FullSLT32bit slt1(.a(a),.b(b),.slt(slt));
  initial begin
  $display(" a | b | slt | expected slt");
  a=32'b10000000000000000000000100000000; b=32'b00000010000010000010000100000000; #10000
  $display(" %b | %b | %b | %b", a,b,slt,1);
  $display(" a | b | slt | expected slt");
  a=32'b10000010000010000010000100000000; b=32'b10000010000010000010000100000000; #10000
  $display(" %b | %b | %b | %b", a,b,slt,0);
  $display(" a | b | slt | expected slt");
  a=32'b10000010000010000010000100000000; b=32'b10000000000000000000000000000000; #10000
  $display(" %b | %b | %b | %b", a,b,slt,0);
  $display(" a | b | slt | expected slt");
  a=32'b00000010001100000011000000000011;; b=32'b11111111110000011111111000001111; #10000
  $display(" %b | %b | %b | %b", a,b,slt,0);
  $display(" a | b | slt | expected slt");
  b=32'b00000010001100000011000000000011; a=32'b11111111110000011111111000001111; #10000
  $display(" %b | %b | %b | %b", a,b,slt,1);
end
endmodule
==> impl_metrics.toml <==
# synthesis and place-and-route metrics
[synthesis]
yosysTopAreaCellShare = 0.3492
synthesis.area_um2 = 1075
ys_types = 24
post_synth.cell_area_avg_um2 = 8.081
syn_inst = 133
synth_chip_area_um2 = 1075
area_leaders = "ha_1, buf_4, inv_1, a2111oi_4, a2111oi_2"
synthTopCellsByCount = "inv_1, buf_4, ha_1"
yosys_warnings = 0
yosys.area.top_type = "ha_1"
postSynthSeqShare = 0
ys_cells = 133
top_cell = "inv_1"

[place]
portBuffers = 65
dpl.hpwl_um = 2792
placedInstanceArea_um2 = 1655
gp_congestion = 0.8202

[route]
firstDrtPassIters = 4
num_vias = 953
routed_wl_um = 2890
drc_errors = 0
drtAntennaViolNets = 0
avgViaCountPerCell = 3.938
wl_per_cell_um = 11.94
num_antenna_cells = 0
drtIter0Drc = 9

[cells_and_area]
area_growth_pct = 54.02
drive_above_1_share = 0.02551
fin_area_um2 = 1655
fillers = 341
nClkBuffers = 0
flop_area_um2 = 0
ff_count = 0

[timing]
setup_viol_count_final = 0
finalClockPeriodUsage = 0.9306
layout_min_cycle_time_ps = 4281
timing.hold.ws_ps = 2949
fin_setup_tns_ps = 0
hold_viol = 0
slew_viol_final = 0
fmax_mhz = 233.6
grt_setup_unrepaired = "no"

[grt]
grt_pass1_wl_um = 4733
grt-ovfl-total = 0
antenna_found_initial = 0
grt_max_degree = 4
grt_pass1_vias = 1022
gr-usage-all-layers = 0.08675

[setup_path]
cp-start-kind = "input port"
required_ps = 3680
critPathArrivalTime_ps = 3360
timing_worst_setup_path_type = "in -> out"
path_cells = "clkdlybuf4s50_1, inv_1, ha_1, a21o_1, a2111oi_4, o311a_1, o2111ai_1, nand3_1, fa_1, clkdlybuf4s50_1"
crit_slowest_cell = "clkdlybuf4s50_1"
crit_family = "buffers and inverters"
cp_max_fo = 2
cp.buffers_inverters = 3
cp_slowest_stage_delay_ps = 480
cp_common_cell = "clkdlybuf4s50_1"
endpoint_kind = "output port"

[power_and_ir_drop]
sw_frac_of_total = 0.3453
p_clk_frac = 0
pwr-share-comb = 1.000
p_int_mw = 0.08224
power.density_nw_per_um2 = 75.88
ir_drop_mv = 0.02881
power_mw = 0.1256
p_seq_frac = 0
leakage_nw = 0.8687
p_sw_mw = 0.04337

[worst_hold_path]
hold_class = "in -> out"
min_to = "slt[0]"
min-delay-start = "b[31]"
hold_depth = 4

[clock_tree]
post_cts_buffers = 0
ctsHoldBuffers = 0
ctsResizeCount = 0

[floorplan]
die_w_um = 80
die_y_um = 80
rows = 21
chip_area_um2 = 6400
fp_util = 0.3147
core-area_um2 = 3416
num_io_pins = 96

[run]
maxCapViolations = 0
tool_warnings = 33

[status]
outcome = "finished clean"
==> worst min-delay path, cell delays in order <==
cell,delay (ps)
clkdlybuf4s50_1,400
inv_1,70
fa_1,160
clkdlybuf4s50_1,480
==> through the flow <==
step           utilization  setup slack, ps  instances
2_1_floorplan            -             1212        163
3_3_place_gp        0.4846            335.6        242
3_5_place_dp        0.4846            311.5        242
4_1_cts             0.4846            306.8        242
5_1_grt             0.4846            198.1        242
6_report            0.4846            319.3        242
==> power groups by stage <==
stage | registers (mW) | logic, mW | clock network [mW]
CTS | 0 | 0.129 | 0
global route | 0 | 0.143 | 0
finish | 0 | 0.126 | 0
==> worst max path at each step <==
stage | cells past startpoint | endpoint | startpoint | slack, ps
after CTS | 10 | slt[0] | b[10] | 310
after global routing | 10 | slt[0] | b[5] | 200
final | 10 | slt[0] | b[10] | 320
==> layout by cell type (no fill, tap or decap), types with 2 or more instances in the layout <==
cell type | Yosys | final
a2111oi_2 | 2 | 2
a2111oi_4 | 2 | 2
a21o_1 | 4 | 4
a21oi_1 | 2 | 2
clkdlybuf4s50_1 | 0 | 65
conb_1 | 1 | 31
ha_1 | 30 | 30
inv_1 | 34 | 34
nand2_1 | 2 | 2
nand3_1 | 4 | 4
o2111ai_1 | 3 | 3
o21a_1 | 4 | 4
o21ai_0 | 2 | 2
==> metal layers <==
metal  track usage  share of wire
met4             0              0
met3       0.01932          0.084
met5             0              0
met1        0.1100           0.42
met2        0.1541           0.49
==> area by class of cell <==
cell class	count	area, um2	area share
Inverter	34	127.6	0.07710
Timing Repair Buffer	65	650.6	0.3930
Tap cell	46	57.56	0.03477
Multi-Input combinational cell	97	819.5	0.4951
==> logic make-up (layout without fill, tap and decap cells) <==
family | count (synthesis) | after routing | synth area share
adder cells (fa/ha/maj) | 31 | 31 | 0.3679
buffers and inverters | 66 | 99 | 0.3423
other | 1 | 31 | 0.003489
AND/OR/NAND/NOR | 10 | 10 | 0.04540
AND-OR/OR-AND | 25 | 25 | 0.2410
No activity file was given, so power comes from the tool's default toggle rates.
