<file path="./constraint.sdc">
current_design callALUgates

set clk_period 1.0
set clk_io_pct 0.2

create_clock -name clk0 -period $clk_period

set non_clock_inputs [all_inputs -no_clocks]
set_input_delay [expr $clk_period * $clk_io_pct] -clock clk0 $non_clock_inputs
set_output_delay [expr $clk_period * $clk_io_pct] -clock clk0 [all_outputs]
</file>
<file path="./run.sh">
#!/bin/bash
# OpenROAD 26Q1-2900-gdf79404cd8, Yosys 0.63+post, stock flow scripts
make -C /OpenROAD-flow-scripts/flow DESIGN_CONFIG=/design/flow/config.mk WORK_HOME=/design/flow/orfs finish
</file>
<file path="./design.v">
`timescale 1 ns / 1 ps
module ALUor (
  output [31:0] out,
  input [31:0] a,
  input [31:0] b
);
generate
genvar i;
for (i=0; i < 32; i=i+1) begin 
  or #30 orgate(out[i], a[i], b[i]);
  end
  endgenerate
endmodule
module ALUnor (
  output [31:0] out,
  input [31:0] a,
  input [31:0] b
);
  generate
  genvar i;
  for (i=0; i < 32; i=i+1) begin
      nor #20 norgate(out[i], a[i], b[i]);
  end
  endgenerate
endmodule
module ALUxor (
  output [31:0] out,
  input [31:0] a,
  input [31:0] b
);
  generate
  genvar i;
  for (i=0; i < 32; i=i+1) begin
    xor #20 xorgate(out[i], a[i], b[i]);
  end
  endgenerate
endmodule
module ALUand (
  output [31:0] out,
  input [31:0] a,
  input [31:0] b
);
  generate
  genvar i;
  for (i=0; i < 32; i=i+1) begin
    and #30 andgate(out[i], a[i], b[i]);
  end
  endgenerate
endmodule
module ALUnand (
  output [31:0] out,
  input [31:0]a,
  input [31:0]b
);
generate
genvar i;
for (i=0; i < 32; i=i+1) begin
    nand #20 nandgate(out[i], a[i], b[i]);
  end
  endgenerate
endmodule
module callALUgates
(
  input [31:0] a,
  input [31:0] b,
  output [31:0] orOut,
  output [31:0] andOut,
  output [31:0] nandOut,
  output [31:0] xorOut,
  output [31:0] norOut
  );
ALUor aluor (.a(a),.b(b),.out(orOut));
ALUnor alunor (.a(a),.b(b),.out(norOut));
ALUxor aluxor(.a(a),.b(b),.out(xorOut));
ALUand aluand (.a(a),.b(b),.out(andOut));
ALUnand alunand(.a(a),.b(b),.out(nandOut));
endmodule
</file>
<file path="./config.mk">
export PLATFORM = sky130hd
export DESIGN_NAME = callALUgates
export DESIGN_NICKNAME = callALUgates
export VERILOG_FILES = /design/flow/design.v
export SDC_FILE = /design/flow/constraint.sdc
export NUM_CORES = 4
export LEC_CHECK = 1
export CORE_AREA = 10 10 94 94
export DIE_AREA = 0 0 104 104
</file>
==> run summary <==
Die X -> 104 um
post-route ant nets -> 0
sequential cell area -> 0 sq um
crit end category -> output pin
grt ovf -> 0
CP Launch Type -> primary input
yosys stat cell total -> 256
total negative slack -> 0 ps
final hold slack -> 727 ps
crit share post-route -> 99.6%
worst setup path class -> primary input to output pin
HPWL after DPL -> 8.03 mm
hold buffers post-CTS -> 0
post-synth top area share -> 76.9%
cells after synthesis -> 256
Log Warnings -> 131
worst-margin pin slew -> 73.7 ps
GRT Total Usage -> 15.1%
drt total wl -> 8.82 mm
WP buf/inv -> 3
FMAX -> 1.00 GHz
biggest area consumer among synthesized cells -> ha_1
max cap viols -> 0
Starting Density -> 30.5%
Chip Area -> 10800 sq um
Max VDD drop -> 0.170 mV
DR vias -> 2516
Routed met2 length -> 4.61 mm
GP Congestion -> 0.826
crit-path max FO -> 2
initial antenna violation count -> 0
worst hold start -> a[26]
run status -> finished, final reports clean
WL per Instance -> 13.2 um
flop count -> 0
worst path cell trace -> buf_8, buf_6, ha_4, dlygate4sd2_1
register share after synthesis -> 0%
Die Height -> 104 um
slowest stage cell, crit path -> dlygate4sd2_1
DR pass1 iterations -> 4
CP top delay family -> buffers and inverters
Yosys Chip Area -> 2080 sq um
first-pass GRT wire length -> 13.4 mm
DRT iter0 DRCs -> 13
WP data required -> 800 ps
Worst Hold Class -> primary input to output pin
Max transition margin -> 95.1%
Avg Synthesized Cell Area -> 8.13 sq um
Final Cell Area -> 5070 sq um
fraction of layout cells with a size suffix above 1 -> 61.7%
RSZ-0062 raised after global routing -> true
WL met1 -> 3.11 mm
max-slew violations -> 0
highest metal used -> met4
n_diodes -> 0
FP Rows -> 30
Pwr Density -> 297 nW/um^2
I/O Buffers -> 224
final setup violation count -> 0
Fin. Hold Viols -> 0
Largest stage delay, worst path -> 240 ps
Area Overhead vs Synth -> 144%
DRC -> 0
Tmin final -> 996 ps
Yosys cell types -> 2
largest net degree at the start of global routing -> 4
Top Ports -> 224
yosys warns -> 0
Core Region -> 6830 sq um
Setup crit start -> a[1]
met3 WL -> 1.06 mm
Via density -> 3.76
static leakage -> 2.92 nW
Pwr Total -> 1.51 mW
Critical Path AT -> 800 ps
Synth area leaders -> ha_1 (77%), inv_1 (23%)
Synth top cells by count -> ha_1 (128), inv_1 (128)
clkbuf count -> 0
Placed Area -> 5100 sq um
vias in the first global route -> 2495
Synth Cell Area -> 2080 sq um
## through the flow
step                      setup WS, ps  utilization, %  cells
after CTS                        -25.2            72.8    679
final                             4.13            74.3    670
after global placement            -739            74.6    663
after global routing             -25.0            74.3    670
after detailed placement          -739            74.6    663
after floorplan                    321               -    256
## area by class of cell
class / instances / area [sq um]
Timing Repair Buffer: 318 / 2480
Multi-Input combinational cell: 128 / 1970
Tap cell: 96 / 120
Inverter: 128 / 503
Fill cell: 512 / 1760
## repair_timing
item,in CTS,in global routing
pin swaps,17,4
hold endpoints to repair,0,0
setup buffers,19,0
gates resized,791,55
endpoints found under the setup margin,160,43
gates cloned,0,0
## worst min-delay path, delay by kind of cell
family,cells,cell delay [ps]
fa+ha+maj,1,130
buf+inv,3,190
## layer usage
metal	vias to the layer above	global-route usage (%)
met4	0	0.596
met5	-	0
met1	1084	14.9
li1	1316	-
met2	114	29.1
met3	2	6.83
## cells in the final DEF, fill, tap and decap left out
| cell | synthesis | layout |
|---|---|---|
| ha_2 | 0 | 19 |
| clkbuf_2 | 0 | 10 |
| ha_1 | 128 | 83 |
| buf_12 | 0 | 1 |
| buf_8 | 0 | 2 |
| inv_2 | 0 | 57 |
| buf_2 | 0 | 99 |
| inv_4 | 0 | 9 |
| clkdlybuf4s15_1 | 0 | 37 |
| ha_4 | 0 | 26 |
| buf_6 | 0 | 52 |
| inv_1 | 128 | 62 |
| dlygate4sd2_1 | 0 | 38 |
| buf_4 | 0 | 79 |
## worst paths after layout
| check | endpoint | slack (ps) | depth (start not counted) |
|---|---|---|---|
| max | andOut[1] | 4 | 4 |
| min | nandOut[26] | 730 | 4 |
## logic make-up after synthesis
family | count (synthesis) | synth area share (%)
buffers and inverters | 128 | 23.1
adders and majority gates | 128 | 76.9
## power by group
group	internal, mW	switching (mW)	total, mW
clock network	0	0	0
registers	0	0	0
logic	0.948	0.558	1.51
total	0.948	0.558	1.51
Power is estimated from default activity; no workload was simulated.
